### ./run.sh
#!/bin/bash
# OpenROAD 26Q1-2900-gdf79404cd8, Yosys 0.63+post, stock flow scripts
make -C /OpenROAD-flow-scripts/flow DESIGN_CONFIG=/design/flow/config.mk WORK_HOME=/design/flow/orfs finish
### ./config.mk
export PLATFORM = sky130hd
export DESIGN_NAME = sn74vmeh22501
export DESIGN_NICKNAME = sn74vmeh22501
export VERILOG_FILES = /design/flow/design.v
export SDC_FILE = /design/flow/constraint.sdc
export NUM_CORES = 4
export LEC_CHECK = 1
export CORE_AREA = 10 10 87 87
export DIE_AREA = 0 0 97 97
### ./constraint.sdc
current_design sn74vmeh22501

set clk_period 1.2
set clk_io_pct 0.2

create_clock -name clk0 -period $clk_period [get_ports {clkab}]
create_clock -name clk1 -period $clk_period [get_ports {clkba}]

set non_clock_inputs [all_inputs -no_clocks]
set_input_delay [expr $clk_period * $clk_io_pct] -clock clk0 $non_clock_inputs
set_output_delay [expr $clk_period * $clk_io_pct] -clock clk0 [all_outputs]
### ./design.v
`timescale 1ns/1ns 
module sn74vmeh22501 (
    input   oeab1,
            oeby1_n,
            a1,
    output  y1,
    inout   b1,
    input   oeab2,
            oeby2_n,
            a2,
    output  y2,
    inout   b2,
    input   oe_n,
    input   dir,    
            clkab,
            le,
            clkba,
    inout   [1:8] a3,
    inout   [1:8] b3);
assign b1   = oeab1   ? a1      : 1'bz;
assign y1   = oeby1_n ? 1'bz    : b1;
assign b2   = oeab2   ? a2      : 1'bz;
assign y2   = oeby2_n ? 1'bz    : b2;
reg [1:8] b3LFF;
always @(posedge clkab) if (~le) b3LFF <= #1 a3;
always @* if (le) b3LFF = a3;
assign b3   = (~oe_n && dir) ? b3LFF : 8'hz;
reg [1:8] a3LFF;
always @(posedge clkba) if (~le) a3LFF <= #1 b3;
always @* if (le) a3LFF = b3;
assign a3   = (~oe_n && ~dir) ? a3LFF : 8'hz;
endmodule
==> impl_metrics.csv <==
group,metric,value,unit
status,status,"stopped before the end",
status,last-stage-reached,"synthesis",
status,tool.error,"ERROR: Found 16 problems in 'check -assert'.",
synth,postSynthRegisterBits,32,
synth,synth.yosys.num_cells,37,
synth,synth_cell_types,4,
synth,ys_area,754.5,um^2
synth,synthesis.yosys.warnings,7,
[cell families after synthesis]
group	count (synthesis)	synth area share, %
latches	16	31.84
buffers and inverters	5	4.477
DFF	16	63.68
[synth_stat cells (all sizes together)]
cell type,number,share of area [%]
dlxtp,16,32
edfxtp,16,64
buf,4,4.0
inv,1,0.50
